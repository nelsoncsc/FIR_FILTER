[./config.mk]
export PLATFORM = sky130hd
export DESIGN_NAME = playrec
export DESIGN_NICKNAME = playrec
export VERILOG_FILES = /design/flow/design.v
export SDC_FILE = /design/flow/constraint.sdc
export NUM_CORES = 4
export LEC_CHECK = 1
export CORE_UTILIZATION = 30
[./constraint.sdc]
current_design playrec

set clk_period 23.0
set clk_io_pct 0.2

create_clock -name clk0 -period $clk_period [get_ports {CLOCK_50}]

set non_clock_inputs [all_inputs -no_clocks]
set_input_delay [expr $clk_period * $clk_io_pct] -clock clk0 $non_clock_inputs
set_output_delay [expr $clk_period * $clk_io_pct] -clock clk0 [all_outputs]
[./design.v]
parameter N = 8;
parameter W = 16;
parameter H = 8;
module filter1(input clock,
                input signed [W-1:0]Xin,
                output reg signed [W-1:0]Y);
  reg signed [W+H-1:0] y[N];
  reg signed [H-1:0] h[N];
  assign h[0] = -2;
  assign h[1] = 8;
  assign h[2] = -35;
  assign h[3] = 157;
  assign h[4] = 157;
  assign h[5] = -35;
  assign h[6] = 8;
  assign h[7] = -2;
  assign Y = y[N-1]>>H;
  always @(posedge clock)begin
      y[0] <= h[0]*Xin;
		for(int i = 1; i < N; i++)
		   y[i] <= y[i-1]+h[N-1-i]*Xin;
  end
endmodule
module filter2(input clock,
                input signed [W-1:0]Xin,
                output reg signed [W-1:0]Y);
  reg signed [W:0] y[N];  
  assign Y = y[N-1][W-1:0];
  always @(posedge clock)begin
      y[0] <= Xin;
		y[1] <= y[0];
		y[2] <= y[1];
		y[3] <= y[2];
		y[4] <= y[3];
		y[5] <= y[4];
		y[6] <= y[5];
		y[7] <= (y[6]>>1)+Xin;
  end
endmodule
module filter3(input clock,
                input signed [W-1:0]Xin,
                output reg signed [W-1:0]Y);
  reg signed [W+H-1:0] y[N];
  reg signed [H-1:0] h[N];
  assign h[0] = -1;
  assign h[1] = 5;
  assign h[2] = 39;
  assign h[3] = 86;
  assign h[4] = 86;
  assign h[5] = 39;
  assign h[6] = 5;
  assign h[7] = -1;
  assign Y = y[N-1]>>H;
  always @(posedge clock)begin
      y[0] <= h[0]*Xin;
		for(int i = 1; i < N; i++)
		   y[i] <= y[i-1]+h[N-1-i]*Xin;
  end
endmodule
parameter N2 = 9;
module filter4(input clock,
                input signed [W-1:0]Xin,
                output reg signed [W-1:0]Y);
  reg signed [W+H-1:0] y[N2];
  reg signed [H-1:0] h[N2];
  assign h[0] = 0;
  assign h[1] = -4;
  assign h[2] = -22;
  assign h[3] = -50;
  assign h[4] = 192;
  assign h[5] = -50;
  assign h[6] = -22;
  assign h[7] = -4;
  assign h[8] = 0;
  assign Y = y[N2-1]>>H;
  always @(posedge clock)begin
      y[0] <= h[0]*Xin;
		for(int i = 1; i < N2; i++)
		   y[i] <= y[i-1]+h[N2-1-i]*Xin;
  end
endmodule
module playrec(
	input			CLOCK_50, reset,
	output	[21:0]	ram_addr,
	output	[15:0]	ram_data_in,
	output			ram_read, ram_write,
	input	[15:0]	ram_data_out,
	input			ram_valid, ram_waitrq,
	output	[15:0]	audio_out,
	input	[15:0]	audio_in,
	input			audio_out_allowed, audio_in_available,
	output			write_audio_out, read_audio_in,
	input			play, record, pause,
	input	[1:0]	speed,
	input [2:0] sel
);
reg signed [W-1:0] Y1, Y2, Y3, Y4, Y;
filter1 filter (.clock(CLOCK_50), .Xin(audio_in), .Y(Y1));
filter2 echo (.clock(CLOCK_50), .Xin(audio_in), .Y(Y2));
filter3 hc1 (.clock(CLOCK_50), .Xin(audio_in), .Y(Y3));
filter4 hc (.clock(CLOCK_50), .Xin(audio_in), .Y(Y4));
always @(sel)begin
  case(sel)
  0: Y = audio_in;
  1: Y = Y1;
  2: Y = Y2;
  3: Y = Y3;
  4: Y = Y4;
  default: Y = audio_in;
  endcase
end
reg [2:0] st, streg;
localparam	st_start = 0,
			st_rc_audio_wait = 1,
			st_rc_ram_nextaddr = 2,
			st_rc_ram_wait = 3,
			st_pl_ram_rd = 4,
			st_pl_audio_wait = 5,
			st_pl_ram_nextaddr = 6,
			st_input_check = 7;
always @(*) begin
	st = streg;
	case(streg)
		st_start: st = st_input_check;
		st_input_check:
			if(!pause)
				if(play) st = st_pl_audio_wait;
				else if(record) st = st_rc_audio_wait;
				else st = st_start;
		st_rc_audio_wait: if(audio_in_available) st = st_rc_ram_nextaddr;
		st_rc_ram_nextaddr: st = st_rc_ram_wait;
		st_rc_ram_wait: if(!ram_waitrq) st = st_input_check;
		st_pl_audio_wait: if(audio_out_allowed) st = st_pl_ram_rd;
		st_pl_ram_rd: if(!ram_waitrq && ram_valid) st = st_pl_ram_nextaddr;  
		st_pl_ram_nextaddr: st = st_input_check;
	endcase
end
always @(posedge CLOCK_50)
	if(reset) streg <= st_input_check;
	else streg <= st;
always @(posedge CLOCK_50)
	if(reset) ram_addr <= 0;
	else
		case(streg)
			st_start: ram_addr <= 0;
			st_rc_ram_nextaddr: ram_addr <= ram_addr + 1;
			st_pl_ram_nextaddr: ram_addr <= ram_addr + 1 + speed;
		endcase
assign read_audio_in = (streg == st_rc_ram_nextaddr) || (streg == st_start && audio_in_available);
assign write_audio_out = (st == st_pl_ram_nextaddr);
assign ram_data_in = Y;
assign audio_out = ram_data_out;
assign ram_write = (streg == st_rc_ram_wait);
assign ram_read = (streg == st_pl_ram_rd);
endmodule
[./run.sh]
#!/bin/bash
# OpenROAD 26Q1-2900-gdf79404cd8, Yosys 0.63+post, stock flow scripts
make -C /OpenROAD-flow-scripts/flow DESIGN_CONFIG=/design/flow/config.mk WORK_HOME=/design/flow/orfs finish
==> results.toml <==
# implementation run metrics
[critical_path]
reg2reg_depth = 13
startpoint_type = "primary input"
path_class = "in -> out"
rrSetupSlack_ps = 18880
crit_required_ps = 18400
worstPathArrival_ps = 7350
r2r-start = "hc1.y[0][0]$_DFF_P_"
rr_endpoint = "hc1.y[1][22]$_DFF_P_"
crit_path_end_kind = "output port"
cp_max_fo = 30
crit_path_start = "sel[1]"

[timing]
finalCritPeriodShare_pct = 51.94
rsz0062_at_grt = "false"
drv_slew = 0
max_slew.worst_pin.slew_ps = 945.9
slew-limit-headroom_pct = 36.11
fmax_mhz = 83.70
layout_min_cycle_time_ps = 11950
fin_tns_setup_ps = 0
fin_skew_ps = 52.86
hold_viol = 0
setup_viol = 0
holdWs_ps = 285.4

[global_routing]
grt_pass1_wl_um = 204000
overflow = 0
grt_usage_pct = 17.27
grt_max_degree = 42
grt_pass1_vias = 35101
antenna_found_initial = 1

[outcome]
status = "complete, no violations"

[die]
row_count = 144
die_w_um = 397.3
core_area_um2 = 154600
die_h_um = 397.3
ios = 104
fp_util_pct = 30.32
die_area_um2 = 157800

[min_path]
hold_depth = 0
min_path_type = "reg -> reg"
min_from = "hc.y[3][3]$_DFF_P_"
worstHoldEndpoint = "hc.y[4][3]$_DFF_P_"

[yosys]
top_cell = "ha_1"
synth_async_sr_flop_share_pct = 0
yosys_warnings = 45
syn_area_um2 = 46880
top_cell_area_share_pct = 27.16
yosysCellCount = 5080
yosys-top-cells-count = "ha_1 (759), dfxtp_1 (636), inv_1 (542)"
numSynthFlops = 636
dominantRegCellSynth = "dfxtp_1"
synth.distinct_cells = 105
yosys.stat.seqShare_pct = 27.16
synth_cells = 5080
yosysTopAreaCell = "dfxtp_1"
yosys_area_um2 = 46880
edf_count = 0
topCellsByArea = "dfxtp_1 (27%), ha_1 (20%), fa_1 (7.9%), xnor2_1 (7.8%), inv_1 (4.3%)"
syn_avg_cell_area_um2 = 9.228

[clock_tree]
ctsHtreeMaxLevel = 3
postCtsResizedCells = 0
cts_setup_buffers = 0
clk_pin_slew_ps = 60
cts.path.max_buffers = 3
cts_root_buf = "clkbuf_16"
insertion_delay_ps = 700
cts_hold_buf = 0
cts_buffers = 74
cts_sinks = 636
cts_tree = "yes"

[flow_run]
warnings = 73
maxCapViolCount = 0

[cells_and_area]
drive_gt1_share_pct = 4.843
area_growth_pct = 12.83

[drt]
drc_errors = 0
viasPerCell = 4.889
firstDrtPassIters = 7
wire_per_inst_um = 18.03
wl_um = 131800
n_antenna_cell = 0
vias = 35737
drtIter0Drc = 2135
ant_nets = 0

[place]
gp_congestion = 0.9609
dp_hpwl_um = 104400
place.port_buffers = 71
[cell usage in the layout, fill, tap and decap left out, types with 14 or more instances in the layout]
cell type	instances
ha_1	759
dfxtp_1	636
inv_1	542
xnor2_1	414
a21oi_1	406
nor2_1	297
o21ai_0	211
nand2_1	204
fa_1	186
a21o_1	151
xor2_1	144
nand3_1	97
nor3_1	90
nor2b_1	77
clkbuf_16	75
clkdlybuf4s50_1	68
o21a_1	67
nand2b_1	64
o21bai_1	55
buf_4	53
and3_1	36
a211oi_1	33
or3_1	31
o211ai_1	31
a31oi_1	30
a21boi_0	28
and2_1	26
nand4_1	21
o31ai_1	20
a22oi_1	19
or2_2	19
o21ai_1	18
a221oi_1	15
a22o_1	14
a31o_2	14
o22ai_1	14
a211o_1	14
clkbuf_8	14
[cell type report]
type | instances | area, um2
Clock inverter | 38 | 601.8
Multi-Input combinational cell | 3828 | 31770
Sequential cell | 636 | 12730
Clock buffer | 96 | 2096
Tap cell | 2044 | 2557
Timing Repair Buffer | 124 | 1094
Inverter | 543 | 2038
Fill cell | 15431 | 101700
[sequential cells by signal, indices dropped and copies added (netlist names), named ones only]
signal,cells
streg,8
filter.y,153
hc.y,144
hc1.y,184
ram_addr,22
echo.y,122
[metal layers]
metal  up-vias  track usage, %  part of all wire, %
met2       781           26.47                   44
li1      18016               -                    -
met4         0           4.114                  2.8
met5         -               0                    0
met1     16799           24.79                   47
met3       141           4.222                  6.7
[how the worst max path moves through the flow]
stage                     to  depth (start not counted)
global route  ram_data_in[4]                          8
finish        ram_data_in[4]                          8
CTS           ram_data_in[4]                          8
[critical path, stage by stage]
cell,delay (ps)
clkdlybuf4s50_1,450
buf_4,340
nor2b_1,730
buf_4,290
a221oi_1,90
a21oi_1,180
a221o_1,170
clkdlybuf4s50_1,470
[logic make-up (layout without fill, tap and decap cells)]
group	count (synthesis)	count (layout)	share of synthesized area (%)
buf+inv	616	801	5.095
xor+xnor	561	561	10.51
compound gates	1275	1275	17.74
fa+ha+maj	953	953	28.37
mux	10	10	0.2162
simple gates	1029	1029	10.90
flops	636	636	27.16
[metrics by stage]
| stage | cell area [um2] | utilization [%] | std cells | setup WS, ps |
|---|---|---|---|---|
| 3_3_place_gp | 50190 | 32.47 | 7175 | 11080 |
| 2_1_floorplan | 46880 | - | 5080 | 12660 |
| 5_1_grt | 52890 | 34.21 | 7309 | 10890 |
| 3_5_place_dp | 50190 | 32.47 | 7175 | 11080 |
| 4_1_cts | 52890 | 34.21 | 7309 | 11080 |
| 6_report | 52890 | 34.21 | 7309 | 11050 |
